==> design/flow/design.v <==
module Data_Memory(readdata , address, writedata , memwrite , memread , clk); 
input [31:0] address , writedata ; 
input memwrite , memread , clk; 
output [31:0] readdata; 
reg [31:0] DM [255:0];
reg [31:0]readdata;
integer i;
initial begin
for(i=0;i<256;i=i+1)
DM[i]=i;
end
always @ (posedge clk)
begin
#10;
 if( memwrite == 1)
      DM[address>>2]=writedata;
end
always @ (address or  memread)
begin
#15; 
if( memread == 1)
    readdata=DM[address>>2];
end
endmodule 
==> design/flow/run.sh <==
#!/bin/bash
# OpenROAD 26Q1-2900-gdf79404cd8, Yosys 0.63+post, stock flow scripts
make -C /OpenROAD-flow-scripts/flow DESIGN_CONFIG=/design/flow/config.mk WORK_HOME=/design/flow/orfs finish
==> design/flow/config.mk <==
export PLATFORM = sky130hd
export DESIGN_NAME = Data_Memory
export DESIGN_NICKNAME = Data_Memory
export VERILOG_FILES = /design/flow/design.v
export SDC_FILE = /design/flow/constraint.sdc
export NUM_CORES = 4
export LEC_CHECK = 1
export CORE_UTILIZATION = 30
export SYNTH_MEMORY_MAX_BITS = 65536
==> design/flow/constraint.sdc <==
current_design Data_Memory

set clk_period 50.0
set clk_io_pct 0.2

create_clock -name clk0 -period $clk_period [get_ports {clk}]

set non_clock_inputs [all_inputs -no_clocks]
set_input_delay [expr $clk_period * $clk_io_pct] -clock clk0 $non_clock_inputs
set_output_delay [expr $clk_period * $clk_io_pct] -clock clk0 [all_outputs]
==> results_dict.tcl <==
# collected from the flow reports
set metrics [dict create \
    edf_count 8192 \
    antenna_left 0 \
    yosys.area_share.adder 0 \
    drv_slew 0 \
    ir_worst_vdd_mv 0.0345 \
    crit_path_start_kind "primary input" \
    worst_path_max_delay_cell "clkdlybuf4s50_1" \
    pwr-share-seq 0.536 \
    swShare 0.213 \
    combPwrFrac 0.050 \
    cts_tree "yes" \
    unclocked_regs 32 \
    post-dp-hpwl_microns 523000 \
    critPathCaptureType "flip-flop" \
    tightestPinTransition_ns 1.37 \
    syn_avg_cell_area_sq_um 23.6 \
    layout.area.seq_sq_um 246000 \
    clockBufferDepth 5 \
    ys_seq_elements 8224 \
    relSlewSlack 0.0780 \
    power_density_nw_per_um2 39.5 \
    finalSetupViolations 0 \
    cp.arrival_ns 15.09 \
    stdcell_count 28400 \
    top_cell "edfxtp_1" \
    nFillCells 92700 \
    clock.fmax_ghz 0.0695 \
    compound_area_frac 0.0368 \
    synth-simple-area-share 0.00489 \
    whs_ns 9.22 \
    rsz0062_at_grt "false" \
    drive_above_1_share 0.296 \
    layout_min_cycle_time_ns 14.38 \
    synthCells 13100 \
    core_sq_um 1030000 \
    topCombFamilyByArea "multiplexers" \
    ys_area_sq_um 309000 \
    maxCapViolCount 0 \
    synth_warnings 1 \
    track_usage 0.179 \
    cp.required_ns 50.70 \
    ys_cells 13100 \
    worstPathMaxFanout 42 \
    worstPathCellList "clkdlybuf4s50_1, nor2b_4, buf_4, buf_4, nand3_4, buf_4, nor2_4, buf_4" \
    clk_root_buffer_cell "clkbuf_16" \
    antenna_found_initial 63 \
    hp-class "primary input to flip-flop" \
    tool_warnings 66 \
    leakage_nw 107 \
    wirelength_microns 868000 \
    synth_cell_types 22 \
    path_common_cell "buf_4" \
    whs_endpoint "DM[15][0]$_DFFE_PP_" \
    vias 144000 \
    via_per_inst 5.08 \
    pre_cts_ws_ns 34.57 \
    ff_type "edfxtp_1" \
    outcome "completed" \
    routedWlPerCell_microns 30.6 \
    die_width_microns 1020 \
    syn_area_sq_um 309000 \
    p_switching_mw 3.02 \
    top_area_cell "edfxtp_1" \
    synth.mux.area_fraction 0.149 \
    first_iter_violations 10500 \
    syn_to_final_growth_pct 15.9 \
    topCellsByArea "edfxtp_1 80%, mux4_2 15%, a22oi_1 2.5%" \
    rows 372 \
    num_io_pins 99 \
    finalCritPeriodShare 0.288 \
    clkPwrFrac 0.413 \
    gp_congestion 1.02 \
    cp_top_family "buffers and inverters" \
    worstHoldStart "writedata[0]" \
    clk_pin_slew_ns 0.06 \
    die_area_sq_um 1030000 \
    synthTopCellsByCount "8192 x edfxtp_1, 2048 x mux4_2, 1024 x a22oi_1" \
    drc 0 \
    slowest_delay_ns 1.01 \
    drt_pass1_iterations 5 \
    logic_area_sq_um 61800 \
    postLayoutSetupSlackWorst_ns 35.62 \
    path_class "primary input to flip-flop" \
    cts_hold_buffers 0 \
    cts_buffers 804 \
    grt_remaining_overflow 0 \
    ctsResizeCount 0 \
    post_cts_buffers 0 \
    htree_levels 6 \
    ys_sh_xor 0 \
    grt_pass1_wl_microns 1210000 \
    grt_pass1_vias 158000 \
    initial_core_util 0.301 \
    p_int_mw 11.1 \
    crit_buf_inv 5 \
    async_reset_ff_frac 0 \
    grt_max_degree 105 \
    portBuffers 74 \
    top_cell_area_share 0.797 \
    untimed_endpoints 64 \
    hold_violations 0 \
    fin_setup_tns_ns 0 \
    worstHoldPathCells 1 \
    die_y_microns 1020 \
    dp_cells 26800 \
]
## metal layers
| layer | track usage | vias to the layer above | wire (microns) |
|---|---|---|---|
| li1 | - | 58900 | - |
| met1 | 0.176 | 74600 | 252000 |
| met2 | 0.262 | 9065 | 401000 |
| met3 | 0.153 | 1539 | 161000 |
| met4 | 0.0835 | 42 | 51600 |
| met5 | 0.0207 | - | 2740 |
## power by group through the flow
stage	clock network [mW]	registers, mW	logic (mW)
after CTS	5.94	7.58	0.709
after global routing	6.18	7.58	0.747
final	5.84	7.58	0.707
## worst max path at each step
stage | start | endpoint | slack (ns) | depth (start not counted)
4_1_cts | address[4] | DM[36][24]$_DFFE_PP_ | 35.69 | 8
5_1_grt | address[4] | DM[36][31]$_DFFE_PP_ | 35.47 | 8
6_report | address[4] | DM[36][12]$_DFFE_PP_ | 35.62 | 8
## cell families after synthesis
group	after synthesis
latches	32
AND/OR/NAND/NOR	354
buffers and inverters	797
multiplexers	2048
AND-OR/OR-AND	1664
flip-flops	8192
## sequential cells by signal (all words and copies together), names as in the netlist
register,flops
readdata,32
DM,8192
## final cells by class
class | count | share of cell area
Multi-Input combinational cell | 4066 | 0.173
Sequential cell | 8224 | 0.689
Clock buffer | 971 | 0.0585
Clock inverter | 440 | 0.0113
Timing Repair Buffer | 855 | 0.0195
Tap cell | 13700 | 0.0477
Inverter | 1 | 0.0000105
Antenna cell | 183 | 0.00128
## layout by cell type (no fill, tap or decap), drive strengths merged, types with 13 or more instances in the layout
cell and count:
clkinv 331, dlxtp 32, a21oi 512, nand2 28, nor2 232, buf 816, clkbuf 971, bufinv 70
nor3 30, o41ai 128, mux4 2048, clkdlybuf4s50 39, edfxtp 8192, nand4 32, clkinvlp 25, nand3 13
inv 15, diode 183, a22oi 1024
## per-stage QoR
stage	instance area, sq um	utilization	power (mW)
finish	358000	0.349	14.1
global route	358000	0.349	14.5
CTS	357000	0.348	14.2
detailed placement	332000	0.324	8.44
global placement	332000	0.324	8.43
floorplan	309000	-	8.04
Power is estimated from default activity; no workload was simulated.

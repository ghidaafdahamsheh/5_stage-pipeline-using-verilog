==> design.v <==
module ControlUnit(aluop, alusrc, pcsrc, memtoreg, regwrite ,memread, memwrite, branch, Iformat, LW, SW, BEQ, JAL, JALR, opcode, func3, func7);
  input [6:0] opcode, func7; 
  input [2:0] func3;
  output [2:0] aluop;
  output [1:0] memtoreg, pcsrc;
  output alusrc, regwrite, memread, memwrite, branch, Iformat, LW, SW, BEQ, JAL, JALR;	
  wire Rformat;  	
assign #2 SW=~opcode[6]&opcode[5]&~opcode[4];
assign #2 LW=~opcode[6]&~opcode[5]&~opcode[4];
assign #2 Rformat=~opcode[6]&opcode[5]&opcode[4];
assign #2 Iformat=~opcode[6]&~opcode[5]&opcode[4];
assign #2 BEQ=opcode[6]&~opcode[2];
assign #2 JAL=opcode[6]&opcode[3];
assign #2 JALR=opcode[6]&opcode[2]&~opcode[3];
assign #4 alusrc=Iformat|LW|SW|JALR;
assign  pcsrc[1]=JALR;
assign  pcsrc[0]=JAL;
assign #4 memtoreg[1]=JAL|JALR;
assign  memtoreg[0]=LW;
assign #4 regwrite=Iformat|Rformat|LW|JAL|JALR;
assign  memread=LW;
assign  memwrite=SW;
assign  branch=BEQ;
assign #4 aluop[2] = (Rformat & (~func3[2]&func3[1] | func7[5])) | (Iformat & (~func3[2]&func3[1] ));
assign #4 aluop[1] = (Rformat|Iformat) & (func3[2]&~func3[1] | ~func3[2]&~func3[1]&~func3[0] | ~func3[2]&func3[1])| LW | SW | JALR;
assign #4 aluop[0] = (Rformat|Iformat) & (func3[2]& func3[1] & func3[0] | ~func3[2]&~func3[1]&~func3[0] )| LW | SW | JALR; 
endmodule
==> run.sh <==
#!/bin/bash
# OpenROAD 26Q1-2900-gdf79404cd8, Yosys 0.63+post, stock flow scripts
make -C /OpenROAD-flow-scripts/flow DESIGN_CONFIG=/design/flow/config.mk WORK_HOME=/design/flow/orfs finish
==> config.mk <==
export PLATFORM = sky130hd
export DESIGN_NAME = ControlUnit
export DESIGN_NICKNAME = ControlUnit
export VERILOG_FILES = /design/flow/design.v
export SDC_FILE = /design/flow/constraint.sdc
export NUM_CORES = 4
export LEC_CHECK = 1
export CORE_AREA = 10 10 70 70
export DIE_AREA = 0 0 80 80
==> constraint.sdc <==
current_design ControlUnit

set clk_period 1.0
set clk_io_pct 0.2

create_clock -name clk0 -period $clk_period

set non_clock_inputs [all_inputs -no_clocks]
set_input_delay [expr $clk_period * $clk_io_pct] -clock clk0 $non_clock_inputs
set_output_delay [expr $clk_period * $clk_io_pct] -clock clk0 [all_outputs]
==> ds_physical_params.txt <==
Physical implementation characteristics

Parameter                              Value

Run status
  Outcome    complete, but fails checks
  Violations in the final reports    negative setup slack

Worst setup path
  Data arrival time of the critical path    1.02 ns
  Element type at the critical path end    primary output
  Max Fanout on Critical Path    2
  Worst endpoint required time    around 0.80 ns
  Critical Path End    aluop[0]
  CP Class    input port to primary output
  Critical Path Start Type    input port
  Startpoint of the worst setup timing path    func3[2]

Synth
  Area figure in the yosys stat output    between 150 and 200 sq um
  Synth top area share    0.237
  Cell types with the highest counts after synthesis    sky130_fd_sc_hd__buf_4 (6), sky130_fd_sc_hd__nor3b_1 (3)
  Netlist area before placement    about 190 sq um
  Share of the yosys chip area belonging to registers    0
  Cell taking the most area after synthesis    sky130_fd_sc_hd__buf_4
  Yosys Instances    30
  Number of warning messages in the yosys log    0
  Cell with the most instances after synthesis    sky130_fd_sc_hd__buf_4
  Synth Instances    30
  Mean Syn Cell Area    ~6.3 sq um
  Synth top area cells    sky130_fd_sc_hd__buf_4 (24%), sky130_fd_sc_hd__nor3b_1 (12%), sky130_fd_sc_hd__and2_1 (6.6%)
  Count of unique library cells instantiated by Yosys    18

Final layout
  Synth-to-layout area growth    247%
  Count of non-filler cells in the finished layout    113
  Count of sequential standard cells    0
  Layout cells sized above 1    0.940
  Register area    0 sq um
  Final core utilization    0.193
  Final-layout clock buffer total    0

Placement
  Count of input and output buffers    27
  HPWL after DPL    about 980 um
  Final weighted congestion in routability-driven placement    between 0.6 and 0.7
  Pre-CTS setup slack    -0.942 ns
  Placed Instances    approximately 110

Floorplan
  Die Ht    about 80 um
  Count of pins on the block boundary    35
  Core Density at Floorplan    0.0557
  Die X-Extent    about 80 um
  Area of the placeable core    approximately 3400 sq um
  Die Outline Area    ~6400 sq um
  Number of core rows    21

Global routing
  Maximum number of pins on one net before global-route repair    6
  Wire length of the first global-routing pass    1.78 mm
  Gr ovfl total    0
  Total routing resource utilization after global routing    0.0344
  Initial antenna violation count    0
  Vias in the first global route    approximately 360

Min path
  Worst hold stages    3
  Class of the most critical hold timing path    input port to primary output

Drt
  TritonRoute pass-1 iters    2
  DR WL/cell    between 10 and 15 um
  Per-cell via count in the routed design    ~3.1
  Remaining DRCs    0
  Total Wirelength    1.23 mm
  Length of routed met3 wiring    92 um
  Number of DRC violations after detailed-routing iteration 0    13
  Antenna Diode Count    0
  Met2 Wirelength    about 690 um
  Uppermost signal routing layer after detailed routing    met3
  Vias after detailed routing    354
  Post-route ant nets    0
  Met1 wire length    453 um

Timing
  Endpoints failing hold    0
  Maximum clock rate    0.822 GHz
  Remaining max-slew budget at the tightest pin    0.889
  Final tally of setup violations    10
  Worst Slack Setup Final    -0.216 ns
  Worst Tran Pin Value    ~0.17 ns
  Setup repair after global routing missed its margin    true
  WHS    0.641 ns
  Max-slew violation count    0
  Share of the cycle needed by the critical path after routing    1.22
  Fin crit period    approximately 1.2 ns

Power
  Cell internal power dissipation    about 0.16 mW
  Areal power density over the cells    370 nW/um^2
  Share of total power in the clock network    0
  Sw Share    0.337
  Power share of the combinational group    1.000
  Leak    ~0.32 nW
  Net switching component of the power    0.0823 mW
  Share of power burned in registers    0
  Worst voltage drop across the vdd grid    a little under 0.06 mV

Run
  Tally of OpenROAD warnings    around 42
  Maximum Capacitance Violations    0
[area by class of cell]
cell class	instances	area [sq um]
multi-input cells	21	226
repair buffers	44	368
fillers	384	2760
inverters	2	7.51
well taps	46	57.6
[stage by stage]
| step | TNS, ns | power, mW | cell area (sq um) |
|---|---|---|---|
| global placement | -14.43 | 0.189 | 536 |
| finish | -1.06 | 0.244 | 659 |
| CTS | -1.04 | 0.226 | 619 |
| global route | -1.58 | 0.266 | 659 |
| floorplan | 0 | 0.0488 | 190 |
| detailed placement | -14.81 | 0.192 | 536 |
[worst max-delay path: stages]
cell and delay, ns:
sky130_fd_sc_hd__buf_8 0.09, sky130_fd_sc_hd__or3_4 0.37, sky130_fd_sc_hd__and3_4 0.16, sky130_fd_sc_hd__o21ai_2 0.09, sky130_fd_sc_hd__buf_2 0.10
[metal layers]
| metal | track usage | up-vias |
|---|---|---|
| met5 | 0 | - |
| met4 | 0 | 0 |
| met3 | 0.00909 | 0 |
| met2 | 0.0666 | 11 |
| met1 | 0.0383 | 168 |
| li1 | - | 175 |
[worst min-delay path by stage]
stage          from          end  slack [ns]
4_1_cts   opcode[5]      memread        0.65
6_report  opcode[5]  memtoreg[0]        0.64
5_1_grt   opcode[5]  memtoreg[0]        0.66
[placed cells by master (no fill, tap or decap), types with 2 or more instances in the layout]
| cell type | instances |
|---|---|
| sky130_fd_sc_hd__buf_2 | 17 |
| sky130_fd_sc_hd__buf_6 | 13 |
| sky130_fd_sc_hd__buf_4 | 9 |
| sky130_fd_sc_hd__buf_8 | 4 |
| sky130_fd_sc_hd__inv_2 | 2 |
| sky130_fd_sc_hd__or3_4 | 2 |
| sky130_fd_sc_hd__nor3b_2 | 2 |
[logic make-up after synthesis]
kind of cell,count (synthesis),share of synthesized area
compound gates,5,0.204
buf+inv,9,0.303
simple gates,16,0.493
[what timing repair did]
| action | in CTS | in global routing |
|---|---|---|
| hold buffers | 0 | 0 |
| resized | 127 | 7 |
| hold endpoints to repair | 0 | 0 |
| setup endpoints to repair | 18 | 12 |
| buffers inserted | 8 | 1 |
| pin swaps | 11 | 3 |
[power by group through the flow]
stage                 Clock (mW)  Combinational, mW  Sequential (mW)
after CTS                      0              0.226                0
after global routing           0              0.266                0
final                          0              0.244                0
No activity file was given, so power comes from the tool's default toggle rates.

<file path="flow/design.v">
module Instruction_Memory(PC, instruction);
	input [31:0] PC; 
	output [31:0] instruction; 
	reg [31:0] instruction; 
	reg [31:0] IM [255:0]; 
	initial begin 
		 IM[0] = 32'h00506113;
		 IM[1] = 32'h00402283;
		 IM[2] = 32'h40510333;
		 IM[3] = 32'h00630333;
		 IM[4] = 32'h006000ef;
		 IM[5] = 32'h32393;
		 IM[6] = 32'h00038263;
		 IM[7] = 32'h00008067;
		 IM[8] = 32'h00032223;
		 IM[9] = 32'h00402403;
		 IM[10] = 32'h44493;
		 IM[11] = 32'h0084f533;
	end 
	always @ (PC ) 
		#15 instruction = IM[PC>>2]; 
endmodule 
</file>
<file path="flow/run.sh">
#!/bin/bash
# OpenROAD 26Q1-2900-gdf79404cd8, Yosys 0.63+post, stock flow scripts
make -C /OpenROAD-flow-scripts/flow DESIGN_CONFIG=/design/flow/config.mk WORK_HOME=/design/flow/orfs finish
</file>
<file path="flow/config.mk">
export PLATFORM = sky130hd
export DESIGN_NAME = Instruction_Memory
export DESIGN_NICKNAME = Instruction_Memory
export VERILOG_FILES = /design/flow/design.v
export SDC_FILE = /design/flow/constraint.sdc
export NUM_CORES = 4
export LEC_CHECK = 1
export CORE_AREA = 10 10 70 70
export DIE_AREA = 0 0 80 80
export SYNTH_MEMORY_MAX_BITS = 65536
</file>
<file path="flow/constraint.sdc">
current_design Instruction_Memory

set clk_period 1.5
set clk_io_pct 0.2

create_clock -name clk0 -period $clk_period

set non_clock_inputs [all_inputs -no_clocks]
set_input_delay [expr $clk_period * $clk_io_pct] -clock clk0 $non_clock_inputs
set_output_delay [expr $clk_period * $clk_io_pct] -clock clk0 [all_outputs]
</file>
==> reports/highlights.md <==
### Worst setup path
* output pin — kind of end point of the critical path
* primary input — Setup crit start kind
* in -> out — classification of the worst setup path
* 1.23 ns — arrival time of the worst setup path
* 4 — Max Fanout on Critical Path
* 1.20 ns — Req. time, crit path

### Power
* 159.1 uW — internal power
* 100.0% — Combinational Power Share
* 0.00006358 V — maximum ir drop on the vdd rail
* 276.9 uW — total power draw
* 117.8 uW — switching component of the power
* 42.54% — share of total power consumed by net switching
* 249.5 nW/um^2 — power per cell area
* 0% — sequential cell fraction of total power
* 0.5566 nW — P_leak
* 0% — proportion of power drawn by the clock network

### GRT
* 0 — number of antenna violations at the first check in global routing
* 3.249 mm — first-pass GRT wire length
* 0 — GR Overflow Total
* 9 — largest net degree at the start of global routing
* 644 — vias in the first global route
* 5.934% — total global routing track utilization

### Final layout
* 0 — sequential cells
* 0 — Clock buffer cells
* 57.52% — fraction of final layout cells sized beyond drive strength 1
* 0 um^2 — sequential standard cell area
* 123.4% — area added between synthesis and finish
* 32.49% — Final Core Density
* 1110 um^2 — final standard cell area without fillers
* buf_4 — leading cell type in the layout, fill and taps excluded
* buf_4, conb_1, dlygate4sd2_1 — Top Layout Cells
* 159 — number of standard cells in the final layout excluding fillers

### Run
* 0 — tally of max-capacitance violations
* 69 — tally of OpenROAD warnings

### Synth
* 72 — count of mapped cells out of synthesis
* ha_1, buf_4, nor2b_1 — top cells by area, synth
* 496.7 um^2 — Chip Area, Yosys
* 1 — synth warn
* 6.899 um^2 — mean cell area of the mapped netlist
* 20.15% — Yosys top cell area share
* 0% — portion of the post-synthesis area used by sequential elements
* 21 — count of distinct cell types in the synthesized netlist
* 496.7 um^2 — mapped cell area
* 72 — Yosys Instances
* ha_1 — Synth area leader

### Floorplanning
* 80 um — Die X-Extent
* 64 — I/O pin total
* 3416 um^2 — Placeable Area
* 80 um — die outline height
* 6400 um^2 — Chip Footprint
* 21 — Std-Cell Rows
* 14.54% — initial cell density of the core

### Placement
* 809.5 um^2 — area of placed instances
* 1.335 mm — estimated wirelength of the detail-placed design
* 148 — instance count after placement with tap cells included
* 25 — count of input and output buffers
* 0.7264 — global placer's final weighted congestion

### Outcome
* setup timing — violated checks
* finished, violations left — status

### Timing
* 1 — Setup-failing EPs final
* 0 — endpoints failing hold
* true — unrepaired setup endpoints after global routing
* 654.6 MHz — Fmax
* 0.9387 ns — WHS
* -0.02762 ns — Setup WS post-layout
* 0 — max-slew violation count
* 1.528 ns — crit path time final
* 101.8% — period utilisation layout

### Detailed routing
* 0 — DRC viols
* 12.94 um — average wire per cell in the routed design
* 592 — via count
* 0 — Final ANT Viol Nets
* 0 — final antenna diode count
* 2.058 mm — wire length reported by the detailed router
* 51 — iteration-0 DRC count of the detailed router
* 3.723 — Via density
* 3 — iteration count of the initial detailed-routing pass

### Clock tree
* 0 — number of buffers added to fix hold violations after cts

### Min path
* in -> out — Hold WC Path Type

worst max-delay path, cell delays in order:
cell,delay (ns)
buf_12,0.09
inv_8,0.04
ha_4,0.14
buf_6,0.11
buf_4,0.13
mux2i_1,0.12
nor2_1,0.05
dlygate4sd2_1,0.24
power by group through the flow:
stage / Clock [mW] / Combinational, mW / Sequential (mW)
after CTS: 0 / 0.246 / 0
after global routing: 0 / 0.303 / 0
final: 0 / 0.277 / 0
final timing paths:
path / slack, ns / start / cells past startpoint / end
worst max-delay path: -0.03 / PC[3] / 8 / instruction[21]
worst min-delay path: 0.94 / PC[5] / 4 / instruction[4]
stage by stage:
step	TNS, ns	setup slack [ns]
after floorplan	0	0.3076
after global placement	-13.61	-0.7977
after detailed placement	-13.67	-0.7986
after CTS	-0.1569	-0.08222
after global routing	-0.1690	-0.07681
final	-0.02762	-0.02762
cell usage after synthesis:
| cell | count |
|---|---|
| a21o_1 | 1 |
| o31ai_1 | 4 |
| o21a_1 | 1 |
| a21oi_1 | 4 |
| and2_4 | 1 |
| inv_1 | 5 |
| nor2_2 | 1 |
| buf_6 | 1 |
| conb_1 | 2 |
| mux2i_1 | 1 |
| o21ai_0 | 1 |
| nor3b_1 | 1 |
| buf_4 | 12 |
| nor2_1 | 6 |
| buf_2 | 2 |
| o31ai_2 | 2 |
| and2_1 | 3 |
| nor2b_1 | 7 |
| nand2_1 | 4 |
| ha_1 | 8 |
| nand2b_1 | 5 |
area by class of cell:
cell class / instances / area (um^2)
Fill cell: 338 / 2306
Inverter: 5 / 28.78
Multi-Input combinational cell: 61 / 604.3
Tap cell: 46 / 57.56
Timing Repair Buffer: 47 / 419.2
routing by layer:
layer | vias up | routed length [um] | GRT usage [%]
li1 | 289 | - | -
met1 | 285 | 941 | 7.713
met2 | 18 | 946 | 10.03
met3 | 0 | 170 | 1.705
met4 | 0 | 0 | 0
met5 | - | 0 | 0
logic make-up (layout without fill, tap and decap cells):
group | Yosys count | count (layout) | synth area share (%)
buffers and inverters | 20 | 52 | 26.20
and+or+nand+nor | 28 | 28 | 30.98
AOI/OAI and AO/OA | 13 | 13 | 19.14
adders and majority gates | 8 | 8 | 20.15
muxes | 1 | 1 | 2.015
other | 2 | 11 | 1.512
repair_timing:
action / CTS / global route
pin swaps: 9 / 12
resized: 94 / 24
buffers inserted: 7 / 4
gates cloned: 1 / 0
setup endpoints to repair: 21 / 13
Power figures rest on the tool's default switching activity, not on a simulated workload.
